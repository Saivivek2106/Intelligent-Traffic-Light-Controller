[design/flow/config.mk]
export PLATFORM = sky130hd
export DESIGN_NAME = I_TLC
export DESIGN_NICKNAME = I_TLC
export VERILOG_FILES = /design/flow/design.v
export SDC_FILE = /design/flow/constraint.sdc
export NUM_CORES = 4
export LEC_CHECK = 1
export CORE_AREA = 10 10 89 89
export DIE_AREA = 0 0 99 99
[design/flow/constraint.sdc]
current_design I_TLC

set clk_period 3.0
set clk_io_pct 0.2

create_clock -name clk0 -period $clk_period [get_ports {clock}]

set non_clock_inputs [all_inputs -no_clocks]
set_input_delay [expr $clk_period * $clk_io_pct] -clock clk0 $non_clock_inputs
set_output_delay [expr $clk_period * $clk_io_pct] -clock clk0 [all_outputs]
[design/flow/design.v]
`timescale 1ns / 1ps
module I_TLC(
    input sensor,    
    input clock,
    input reset,
  output reg [2:0] M,   
  output reg [2:0] S    
    );
    reg [3:0] count;
    parameter TL=10,TS=6;   
    reg [1:0] ps;  
    parameter s0=2'b00,s1=2'b01,s2=2'b10,s3=2'b11;
    always@(posedge clock )
    if(reset)
    begin 
    ps<=s0;
    count<=0;
    end
    else
    case(ps)
    s0:                              
      if(~sensor || count<TL)
      begin
      ps<=s0;
      count<=count+1;
      end
      else if(sensor && count==TL)
      begin
      ps<=s1;
      count<=0;
      end
    s1:                                 
      if(count<TS && sensor)
          begin
          ps<=s1;
          count<=count+1;
          end
        else if(count==TS)
          begin
          ps<=s2;
          count<=0;
          end
        else
          begin
          ps<=s1;
          end
     s2:
       if(sensor && count<TL)
          begin
          count<=count+1;
          ps<=s2;
          end
        else if(count==TL && ~sensor)    
          begin
          ps<=s3;
          count<=0;
          end
        else if(~sensor && count<TL)     
          begin
          ps<=s1;
          count<=count+1;
          end
      else if(sensor && count==TL)
           begin
           ps<=s3;
             count<=0;
           end
      s3:
        if (count<TS)              
        begin
        ps<=s3;
        count<=count+1;
        end
      else if(count==TS)                  
        begin
        ps<=s0;
        count<=0;
        end
      default:
      ps<=s0;
    endcase
    always@(ps)
    case(ps)
    s0: begin
      M<=001;
      S<=100;
      end
    s1:
      begin
      M<=010;
      S<=100;
      end
    s2:
      begin
      M<=100;
      S<=001;
      end
    s3:
      begin
      M<=100;
      S<=010;
      end
   default: begin
      M<=001;
      S<=100;
      end
    endcase
endmodule
[design/flow/run.sh]
#!/bin/bash
# OpenROAD 26Q1-2900-gdf79404cd8, Yosys 0.63+post, stock flow scripts
make -C /OpenROAD-flow-scripts/flow DESIGN_CONFIG=/design/flow/config.mk WORK_HOME=/design/flow/orfs finish
==> summary.txt <==
Number of enable flip-flop cells: 0
Share of layout cells above drive strength 1: 0.0973
Gr ovfl total: 0
Global-route usage over all layers: 0.0416
Crit path from: ps[3]
Worst clock skew: 0.00129 ns
Peak Freq: 0.443 GHz
Die ar.: 9800 um2
Netlist cell types: 45
Crit path max-delay family: buffers and inverters
# Cells Yosys: 117
Hold Crit Depth: 2
Ys Warns: 1
Antenna viol nets, final: 0
Routed WL: 2150 um
Placed cell areas: 907 um2
Clock share of power: 0.403
Number of clock sinks: 8
Peak VDD IR: 0.112 mV
Number of DRC markers in iteration 0: 57
Summed standard-cell area reported by yosys: 815 um2
# setup viols final: 0
Worst Path Arrival: 1.66 ns
Ys flop type: dfxtp_1
R2R depth: 6
Average cell area after synthesis: 6.96 um2
CTS tree: done
Synthesized cell area: 815 um2
Post-CTS sizing: 0
CTS Buf Count: 3
CP bufs+invs: 1
First-pass GRT wire length: 3590 um
Sw Pwr: 84.0 uW
Reg2reg setup slack: 0.96 ns
Startpoint class of the critical path: flip-flop
Worst Hold Path EP: ps[2]
Most frequent logic cell in the layout: nand2_1
Clock transition at path regs: 0.04 ns
Ys flops: 8
Total number of vias: 852
Seq share, synth: 0.197
R2r endpoint: count[2]
Util after Layout: 0.158
HP Class: flip-flop to flip-flop
Vias in the first global route: 712
Outcome: finished, final reports clean
Worst path slowest cell: clkdlybuf4s50_1
Log Warnings: 26
Clk root buf: clkbuf_8
Largest net degree at the start of global routing: 23
Die H: 99 um
Crit-path cells: nor3_2 -> clkdlybuf4s50_1
Setup CP Type: flip-flop to output port
Cell Int Power: 226 uW
Core area: 5990 um2
Flop pwr share: 0.407
Max Buffers Root-to-Sink: 2
Gpl congestion: 0.886
Critical path peak fanout: 11
Row cnt: 28
Pre-Place Util: 0.136
Combinational Power Share: 0.190
MaxCap Viol Count: 0
CTS Hold Bufs: 0
H-tree lvl count: 1
Latency at later pin: 0.22 ns
Cells after Synth: 117
IO buf count: 8
Final hold vios: 0
DP HPWL: 1530 um
Fillers: 669
RSZ-0062 raised after global routing: false
Residual DRC: 0
Power Density: 327 nW/um2
Area Overhead vs Synth: 16.4%
DIE WIDTH: 99 um
Cell area after layout: 948 um2
Type of destination of the critical path: output port
Initial antenna violation count: 0
Diode count: 0
Most frequent cells in the layout: nand2_1, a21oi_1, nor2_1
Leak: 0.000334 uW
Tmin final: 2.26 ns
Hold_sp: ps[2]
Drt first pass iters: 4
WHS: 0.635 ns
Switching part of the total: 0.271
Drt wl/cell: 11.4 um
Setup TNS: 0 ns
Worst R2R Start: count[1]
Slew @ Worst Pin: 0.682 ns
Period utilization: 0.752
Worst slew margin: 0.545
Number of I/O pins: 9
Vias per cell: 4.53
Crit path largest cell delay: 0.57 ns
Worst EP required: 2.40 ns
Overall Power: 310 uW
Post-CTS Setup Bufs: 0
Fraction of registers with async set/reset: 0
Final Max Slew Viols: 0
==> synthesized netlist by cell type, types with 3 or more instances <==
master    count  area share
nand2_1      11       0.051
a21oi_1      10       0.061
nor2_1        9       0.041
dfxtp_1       8        0.20
o21ai_0       7       0.043
clkbuf_1      6       0.028
buf_2         5       0.031
a31oi_1       4       0.031
o21ai_1       4       0.025
a22oi_1       3       0.028
buf_4         3       0.028
inv_1         3       0.014
==> cell type report <==
| cell class | instances | area (um2) | area share |
|---|---|---|---|
| clock buffers | 3 | 41.3 | 0.0435 |
| inverters | 5 | 18.8 | 0.0198 |
| multi-input cells | 89 | 554 | 0.584 |
| flip-flops and latches | 8 | 160 | 0.169 |
| well taps | 75 | 93.8 | 0.0989 |
| repair buffers | 8 | 80.1 | 0.0844 |
==> kinds of logic (layout without fill, tap and decap cells) <==
kind of cell,after synthesis,in the layout,share of synthesized area
AOI/OAI and AO/OA,46,46,0.381
xor gates and xnor gates,1,1,0.0108
adders and majority gates,2,2,0.0307
buffers and inverters,20,16,0.123
DFF,8,8,0.197
and+or+nand+nor,40,40,0.258
==> worst min-delay path: stages, from the launching register on <==
cell	delay (ns)
dfxtp_1	0.40
nand2_1	0.10
a31oi_1	0.07
==> power groups by stage <==
stage         clock, uW  sequential, uW  combinational [uW]
finish              125             126                58.8
global route        135             127                65.3
CTS                 128             126                57.8
==> sequential cells by signal, summed over array words and instances (netlist names) <==
| register | count |
|---|---|
| count | 4 |
| ps | 4 |
==> per-layer routing <==
| metal | wire length (um) | global-route usage |
|---|---|---|
| met1 | 1070 | 0.0663 |
| met2 | 879 | 0.0546 |
| met3 | 149 | 0.00634 |
| met4 | 54 | 0.0121 |
| met5 | 0 | 0 |
==> metrics by stage <==
stage | cells | setup WS, ns
after global placement | 185 | 0.746
final | 188 | 0.744
after CTS | 188 | 0.730
after floorplan | 117 | 1.43
after global routing | 188 | 0.651
after detailed placement | 185 | 0.738
==> worst max path at each step <==
stage	cells past startpoint	to
after global routing	2	M[0]
after CTS	2	M[0]
final	2	M[0]
No activity file was given, so power comes from the tool's default toggle rates.
